[run.sh]
#!/bin/bash
# OpenROAD 26Q1-2900-gdf79404cd8, Yosys 0.63+post, stock flow scripts
make -C /OpenROAD-flow-scripts/flow DESIGN_CONFIG=/design/flow/config.mk WORK_HOME=/design/flow/orfs finish
[config.mk]
export PLATFORM = sky130hd
export DESIGN_NAME = hybrid_mac
export DESIGN_NICKNAME = hybrid_mac
export VERILOG_FILES = /design/flow/design.v
export SDC_FILE = /design/flow/constraint.sdc
export NUM_CORES = 4
export LEC_CHECK = 1
export CORE_AREA = 10 10 70 70
export DIE_AREA = 0 0 80 80
[constraint.sdc]
current_design hybrid_mac

set clk_period 1.0
set clk_io_pct 0.2

create_clock -name clk0 -period $clk_period [get_ports {clk}]

set non_clock_inputs [all_inputs -no_clocks]
set_input_delay [expr $clk_period * $clk_io_pct] -clock clk0 $non_clock_inputs
set_output_delay [expr $clk_period * $clk_io_pct] -clock clk0 [all_outputs]
[design.v]
module accumulator (
    clk,
    reset,
    input_data,
    accumulated_result
);
    input wire clk;
    input wire reset;
    input wire [31:0] input_data;
    output reg [31:0] accumulated_result;
    always @(posedge clk or posedge reset) begin
        if (reset)
            accumulated_result <= 32'b0;  
        else
            accumulated_result <= accumulated_result + input_data;  
    end
endmodule
module compressor6_3(
    a, b, c, d, e, f,
    sum, carry, overflow
);
    input a, b, c, d, e, f;
    output sum, carry, overflow;
    wire sum1, carry1, sum2, carry2;
    assign {carry1, sum1} = a + b + c;
    assign {carry2, sum2} = d + e + f;
    assign sum = sum1 ^ sum2;
    assign carry = carry1 ^ carry2;
    assign overflow = carry1 & carry2;
endmodule
module vedic4_4(
    a, b,
    product
);
    input [3:0] a, b;
    output [7:0] product; 
    wire [3:0] p0, p1, p2, p3;
    wire [7:0] temp1, temp2, temp3, temp4;
    assign p0 = a[1:0] * b[1:0];
    assign p1 = a[1:0] * b[3:2];
    assign p2 = a[3:2] * b[1:0];
    assign p3 = a[3:2] * b[3:2];
    assign temp1 = {4'b0, p0};
    assign temp2 = {2'b0, p1, 2'b0};
    assign temp3 = {2'b0, p2, 2'b0};
    assign temp4 = {4'b0, p3};
    assign product = temp1 + temp2 + temp3 + temp4;
endmodule
module vedic8_8(
    a, b,
    product
);
    input [7:0] a, b;
    output [15:0] product;    
    wire [7:0] p0, p1, p2, p3;
    wire [15:0] temp1, temp2, temp3, temp4;
    vedic4_4 vm1(a[3:0], b[3:0], p0);
    vedic4_4 vm2(a[3:0], b[7:4], p1);
    vedic4_4 vm3(a[7:4], b[3:0], p2);
    vedic4_4 vm4(a[7:4], b[7:4], p3);
    assign temp1 = {8'b0, p0};           
    assign temp2 = {4'b0, p1, 4'b0};     
    assign temp3 = {4'b0, p2, 4'b0};     
    assign temp4 = {p3, 8'b0};           
    wire sum, carry, overflow;
    compressor6_3 c1(temp1[7], temp2[7], temp3[7], temp1[8], temp2[8], temp3[8], sum, carry, overflow);
    assign product = temp1 + temp2 + temp3 + temp4 + {overflow, carry, sum};
endmodule
module hybrid_mac (
    activation, weight,
    clk, reset,
    mac_result
);
    input wire [7:0] activation, weight;
    input wire clk, reset;
    output wire [31:0] mac_result;
    wire [15:0] product;
    wire [31:0] reduction_result;
    vedic8_8 vedic_mult (.a(activation), .b(weight), .product(product));
    reduction_unit_with_6_3 hreduce (
        .A({16{product[15]}}),  
        .B({16{product[15]}}),
        .C({16{product[15]}}),
        .D({16{product[15]}}),
        .E({16{product[15]}}),
        .F({16{product[15]}}),
        .G({16{product[15]}}),
        .H({16{product[15]}}),
        .Result(reduction_result)
    );
    accumulator acc (
        .clk(clk),
        .reset(reset),
        .input_data(reduction_result),
        .accumulated_result(mac_result)
    );
endmodule
module reduction_unit_with_6_3 (
     A, B, C, D, E, F, G, H,
    Result
);
 input wire [15:0] A, B, C, D, E, F, G, H;
    output wire [31:0] Result;    
wire [15:0] sum1, sum2;
    wire carry1, carry2, carry3, carry4, carry5, carry6, carry7, carry8;
    compressor6_3 comp1 (.a(A[0]), .b(B[0]), .c(C[0]), .d(D[0]), .e(E[0]), .f(F[0]), .sum(sum1[0]), .carry(sum2[0]), .overflow(carry1));
    compressor6_3 comp2 (.a(G[0]), .b(H[0]), .c(sum1[0]), .d(sum2[0]), .e(carry1), .f(1'b0), .sum(Result[0]), .carry(Result[1]), .overflow(carry2));
    compressor6_3 comp3 (.a(A[1]), .b(B[1]), .c(C[1]), .d(D[1]), .e(E[1]), .f(F[1]), .sum(sum1[1]), .carry(sum2[1]), .overflow(carry3));
    compressor6_3 comp4 (.a(G[1]), .b(H[1]), .c(sum1[1]), .d(sum2[1]), .e(carry2), .f(carry3), .sum(Result[2]), .carry(Result[3]), .overflow(carry4));
    compressor6_3 comp5 (.a(A[2]), .b(B[2]), .c(C[2]), .d(D[2]), .e(E[2]), .f(F[2]), .sum(sum1[2]), .carry(sum2[2]), .overflow(carry5));
    compressor6_3 comp6 (.a(G[2]), .b(H[2]), .c(sum1[2]), .d(sum2[2]), .e(carry4), .f(carry5), .sum(Result[4]), .carry(Result[5]), .overflow(carry6));
    compressor6_3 comp7 (.a(A[3]), .b(B[3]), .c(C[3]), .d(D[3]), .e(E[3]), .f(F[3]), .sum(sum1[3]), .carry(sum2[3]), .overflow(carry7));
    compressor6_3 comp8 (.a(G[3]), .b(H[3]), .c(sum1[3]), .d(sum2[3]), .e(carry6), .f(carry7), .sum(Result[6]), .carry(Result[7]), .overflow(carry8));
endmodule
==> summary.txt <==
Summary of the current implementation state.

- The floorplan die height is 80 um, for reference.
- For reference, the post-synthesis area per instance comes to 9.04 um2.
- The synthesis report lists the Yosys warning total as 25.
- The width of the die is 80 um, for reference.
- The initial standard-cell utilization of the core is 1.10, for reference.
- The report lists the number of standard-cell rows as 21.
- The number of distinct standard cells referenced by the synthesized netlist is 34, for reference.
- The first error in the log reads "[ERROR GPL-0301] Utilization 123.636 % exceeds 100%".
- The post-synthesis register bit count is 9, for reference.
- The number of cells produced by synthesis is between 400 and 500, for reference.
- The flow did not finish.
- The step where the flow halted is global placement without I/O, for reference.
- The cell area after technology mapping is 3750 um2, for reference.
- For this run, the register share of the synthesized area comes to 0.0600.
- The synth_stat.txt file lists the number of cells as 415.
- The area recorded from the Yosys report for this design is 3750 um2.
## cells in the mapped netlist
| cell type | instances | area share |
|---|---|---|
| fa_1 | 31 | 0.17 |
| o21ai_0 | 8 | 0.011 |
| or3_4 | 1 | 0.0030 |
| or2_2 | 1 | 0.0017 |
| nand3_1 | 4 | 0.0053 |
| a21boi_0 | 2 | 0.0040 |
| inv_1 | 65 | 0.065 |
| nor4b_1 | 1 | 0.0023 |
| dfrtp_1 | 9 | 0.060 |
| nand4_1 | 2 | 0.0033 |
| a21o_1 | 9 | 0.018 |
| nand2_1 | 14 | 0.014 |
| nor2_1 | 14 | 0.014 |
| o21ba_2 | 1 | 0.0027 |
| o31ai_1 | 1 | 0.0020 |
| o22ai_1 | 1 | 0.0017 |
| and2_1 | 53 | 0.088 |
| a211oi_2 | 1 | 0.0033 |
| xor2_1 | 6 | 0.014 |
| nand2b_1 | 2 | 0.0033 |
| nor3b_2 | 1 | 0.0033 |
| a41o_1 | 1 | 0.0027 |
| o21a_1 | 3 | 0.0060 |
| a211oi_1 | 3 | 0.0060 |
| xnor2_1 | 18 | 0.042 |
| a21oi_1 | 18 | 0.024 |
| ha_1 | 111 | 0.37 |
| nor3_1 | 2 | 0.0027 |
| buf_4 | 23 | 0.046 |
| a31oi_1 | 2 | 0.0033 |
| nor3b_1 | 2 | 0.0040 |
| or3_1 | 1 | 0.0017 |
| nor2b_1 | 3 | 0.0050 |
| conb_1 | 1 | 0.0010 |
## kinds of logic after synthesis
| group | count (synthesis) | synth area share |
|---|---|---|
| other | 1 | 0.000999 |
| XOR/XNOR | 24 | 0.0560 |
| AND/OR/NAND/NOR | 101 | 0.152 |
| AND-OR/OR-AND | 50 | 0.0844 |
| buffers and inverters | 88 | 0.111 |
| adder cells (fa/ha/maj) | 142 | 0.536 |
| flip-flops | 9 | 0.0600 |
